$ cat /design/flow/config.mk
export PLATFORM = sky130hd
export DESIGN_NAME = risc_v
export DESIGN_NICKNAME = risc_v
export VERILOG_FILES = /design/flow/design.v
export SDC_FILE = /design/flow/constraint.sdc
export NUM_CORES = 4
export LEC_CHECK = 1
export CORE_UTILIZATION = 50
$ cat /design/flow/constraint.sdc
current_design risc_v

set clk_period 49.8
set clk_io_pct 0.2

create_clock -name clk0 -period $clk_period [get_ports {CLK}]

set non_clock_inputs [all_inputs -no_clocks]
set_input_delay [expr $clk_period * $clk_io_pct] -clock clk0 $non_clock_inputs
set_output_delay [expr $clk_period * $clk_io_pct] -clock clk0 [all_outputs]
$ cat /design/flow/design.v
module PC #(parameter width = 32 )
           (
            input wire [width-1 : 0] PCNext ,
            input wire CLK ,
	          input wire RST ,
	          output reg [width-1 : 0] PC 
    );
  always @(posedge CLK or negedge RST)
  begin
   if(!RST)
     begin
       PC <= 32'b0 ;
     end
   else
	    begin
		     PC <= PCNext ;
		  end
	 end	
endmodule
module PCPlus4 (PC, PCPlus4);
	input  wire  [31:0] PC;
	output wire  [31:0] PCPlus4 ;
	assign PCPlus4 = PC + 4;
endmodule
module PCTargt (PC,ImmExt ,PCTargt);
	input  wire  [31:0] PC;
  input  wire  [31:0] ImmExt;
	output wire  [31:0] PCTargt ;
	assign PCTargt = PC + ImmExt;
endmodule
 module alu
   (
   input     wire  [31:0]  SrcA,
   input     wire  [31:0]  SrcB,
   input     wire  [2:0]   ALUControl,
   output    reg   [31:0]  ALUResult,
   output    wire          Zero
   );
 always @(*)  
   begin
   case(ALUControl)
	 3'b000: begin   
           ALUResult = SrcA+SrcB; 
           end
	 3'b001: begin   
           ALUResult = SrcA-SrcB; 
           end
	 3'b010: begin   
           ALUResult = SrcA&SrcB;
           end
	 3'b011: begin   
           ALUResult = SrcA|SrcB; 
           end
	 3'b101: begin   
           if(SrcA < SrcB)
           begin
				   ALUResult = 32'b1;
           end 
				   else
           begin
				   ALUResult = 0;
           end
	         end
    default:begin
            ALUResult = 0;
            end         
    endcase	
  end
  assign Zero = (ALUResult == 0 ) ? 1'b1 :1'b0;  
endmodule
module ALU_Decoder 
 (
  input   wire    [2:0]     funct3,
  input   wire              funct7,
  input   wire    [1:0]     ALUOP,
  input   wire              OP,
  output  reg     [2:0]     ALUControl
 );
  localparam    [2:0]    add           = 3'b000,
                         sub           = 3'b001,
                         less_than     = 3'b101,
                         OR            = 3'b011,
                         AND           = 3'b010;
  always@(*)
  begin
    case(ALUOP)
      2'b00: begin
             ALUControl = add;
             end 
      2'b01: begin
             ALUControl = sub;
             end
      2'b10: begin
             if (funct3 == 3'b000)
             begin
             if( {OP,funct7} == 2'b11 )
             begin
             ALUControl = sub;
             end
             else
             begin
             ALUControl = add;
             end
             end
             else if (funct3 == 3'b010)
             begin
             ALUControl = less_than;
             end
             else if (funct3 == 3'b110)
             begin
             ALUControl = OR;
             end
             else  
             begin
             ALUControl = AND;
             end
             end
    default: begin
             ALUControl = add;
             end 
   endcase
 end     
endmodule
module control_decode  (
 input   wire     [6:0]       OP,
 output  reg                  Branch,
 output  reg                  Jump, 
 output  reg                  ALUSrc,
 output  reg                  RegWrite,
 output  reg                  MemWrite,
 output  reg      [1:0]       ResultSrc, 
 output  reg      [1:0]       ALUOp,
 output  reg      [1:0]       ImmSrc
);
parameter   [6:0]   lw    = 7'b0000011,
                    sw    = 7'b0100011,
					R     = 7'b0110011,
					I     = 7'b0010011,
					jal   = 7'b1101111,
                    beq   = 7'b1100011;
always @ (*)
begin
 case(OP)
  lw      : {RegWrite,ImmSrc,ALUSrc,MemWrite,ResultSrc,Branch,ALUOp,Jump} = 11'b 1_00_1_0_01_0_00_0;          
  sw      : {RegWrite,ImmSrc,ALUSrc,MemWrite,ResultSrc,Branch,ALUOp,Jump} = 11'b 0_01_1_1_00_0_00_0;
  R       : {RegWrite,ImmSrc,ALUSrc,MemWrite,ResultSrc,Branch,ALUOp,Jump} = 11'b 1_00_0_0_00_0_10_0;
  beq     : {RegWrite,ImmSrc,ALUSrc,MemWrite,ResultSrc,Branch,ALUOp,Jump} = 11'b 0_10_0_0_00_1_01_0;
  I       : {RegWrite,ImmSrc,ALUSrc,MemWrite,ResultSrc,Branch,ALUOp,Jump} = 11'b 1_00_1_0_00_0_10_0;
  jal     : {RegWrite,ImmSrc,ALUSrc,MemWrite,ResultSrc,Branch,ALUOp,Jump} = 11'b 1_11_0_0_10_0_00_1;
  default : {RegWrite,ImmSrc,ALUSrc,MemWrite,ResultSrc,Branch,ALUOp,Jump} = 11'b 0_00_0_0_00_0_00_0;
  endcase            
 end 
endmodule
module Control_Unit 
(
 input   wire     [6:0]        OP,
 input   wire                  Zero,
 input   wire     [2:0]        funct3,
 input   wire                  funct7,
 output  wire                  PCSrc,
 output  wire                  ALUSrc,
 output  wire                  RegWrite,
 output  wire                  MemWrite,
 output  wire      [1:0]       ResultSrc, 
 output  wire      [2:0]       ALUControl,
 output  wire      [1:0]       ImmSrc
);
wire                            Branch_c,Jump_c;
wire               [1:0]        ALUOp_c;  
control_decode  U0_control_decode(
  .OP(OP),
  .Branch(Branch_c),
  .Jump(Jump_c), 
  .ALUSrc(ALUSrc),
  .RegWrite(RegWrite),
  .MemWrite(MemWrite),
  .ResultSrc(ResultSrc), 
  .ALUOp(ALUOp_c),
  .ImmSrc(ImmSrc)
);
ALU_Decoder U0_ALU_Decoder(
  .funct3(funct3),
  .funct7(funct7),
  .ALUOP(ALUOp_c),
  .OP(OP[5]),
  .ALUControl(ALUControl)
);
assign PCSrc = ( ( Zero & Branch_c) | (Jump_c) ) ? 1'b1 : 1'b0 ;
endmodule
module Data_Mem( 
    input  wire [31:0]   A,
    input  wire [31:0]   WD,
    input  wire          CLK,
    input  wire          RST,
    input  wire          WE,
    output wire [31:0]   RD,
    output wire [31:0]   test
  );
reg [31:0] MEM [100:0];
integer i ;
always@(posedge CLK or negedge RST)
begin
    if(!RST)
        begin
            for (i=0;i<=100;i=i+1)
                begin
                    MEM[i] <= 0 ;
                end
        end
    else if(WE)
        begin
         MEM[A] <= WD ;
        end
end
assign RD = MEM[A];                                 
assign test = MEM[100];                             
endmodule
module Extend #(parameter width = 32)(
    input wire  [31 : 7] INSTR ,
	 input wire [1 : 0] IMMSrc ,
	 output reg [31 : 0] IMMExt
    );
	 always @(*)
	 begin
	   case(IMMSrc)
		  2'b00 : begin 
		         IMMExt = {{20{INSTR[31]}} , INSTR[31 : 20]} ;
		       end
		  2'b01 : begin 
		         IMMExt = {{20{INSTR[31]}} , INSTR[31 : 25] , INSTR[11 : 7]} ;
		       end
		  2'b10 : begin
		         IMMExt = {{20{INSTR[31]}}, INSTR[7], INSTR[30 : 25], INSTR[11 : 8], 1'b0} ;
		       end
		  2'b11 : begin 
		         IMMExt = {{12{INSTR[31]}}, INSTR[19 : 12], INSTR[20], INSTR[30 : 21], 1'b0} ;
		       end
                 default : IMMExt =32'b0;
		endcase
	 end
endmodule
module inst_mem (A, RD);
input   [31:0]  A;
output  [31:0] RD;
wire [31:0]  ROM [20:0] ;
assign RD = ROM[A>>2];
assign ROM[0]=32'h00500113;
assign ROM[1]=32'h00C00193;
assign ROM[2]=32'hFF718393;
assign ROM[3]=32'h0023E233;
assign ROM[4]=32'h0041F2B3;
assign ROM[5]=32'h004282B3;
assign ROM[6]=32'h02728863;
assign ROM[7]=32'h0041A233;
assign ROM[8]=32'h00020463;
assign ROM[9]=32'h00000293;
assign ROM[10]=32'h0023A233;
assign ROM[11]=32'h005203B3;
assign ROM[12]=32'h402383B3;
assign ROM[13]=32'h0471AA23;
assign ROM[14]=32'h06002103;
assign ROM[15]=32'h005104B3;
assign ROM[16]=32'h008001EF;
assign ROM[17]=32'h00100113;
assign ROM[18]=32'h00910133;
assign ROM[19]=32'h0221A023;
assign ROM[20]=32'h00210063;
endmodule
module mux_2x1 #(parameter width = 32)
          (
            input  wire [width-1 : 0] RD2 ,
	          input  wire [width-1 : 0] ImmExt ,
	          input  wire ALUSrc ,
	          output wire [width-1 : 0] SrcB 
    );
  assign SrcB = ALUSrc ? ImmExt : RD2 ;
endmodule
module mux_3x1 #(parameter N =32 )
				(
					input [N-1:0] ALUResult,
					input [N-1:0] ReadData,
					input [N-1:0] PCPlus4,
					input [1:0] ResultSrc,
					output reg [N-1:0] Result
				);
				always @(*)
				 begin
					case (ResultSrc)
					 2'b00   : Result = ALUResult;
					 2'b01   : Result = ReadData;
					 2'b10   : Result = PCPlus4;
					 default : Result = 0;
					endcase
				 end
endmodule
module Register_File( 
    input  wire [4:0]    A1,
    input  wire [4:0]    A2,
    input  wire [4:0]    A3,
    input  wire [31:0]   WD3,
    input  wire          CLK,
    input  wire          RST,
    input  wire          WE3,
    output wire [31:0]   RD1,
    output wire [31:0]   RD2
  );
reg [31:0] MEM [100:0];
integer i ;
always@(posedge CLK or negedge RST)
begin
     if(!RST)
        begin
         for(i=0;i<=100;i=i+1)
          begin
            MEM[i] <= 0 ;
          end
        end
      else if(WE3)
        begin
         MEM[A3] <= WD3 ;     
        end
end 
assign RD1 = MEM[A1];
assign RD2 = MEM[A2];
endmodule
module risc_v  
(
 input   wire                        CLK,
 input   wire                        RST,
 output  wire     [31:0]             test    
);
 wire      [6:0]       OP_c;
 wire                  Zero_c;
 wire      [2:0]       funct3_c;
 wire                  funct7_c;
 wire                  PCSrc_c;
 wire                  ALUSrc_c;
 wire                  RegWrite_c;
 wire                  MemWrite_c;
 wire       [1:0]      ResultSrc_c;
 wire       [2:0]      ALUControl_c;
 wire       [1:0]      ImmSrc_c;
 wire       [31:0]     PC_c;
 wire       [31:0]     PCNext_c;
 wire       [31:0]     RD2_c;
 wire       [31:0]     ImmExt_c;
 wire       [31:0]     PCPlus_c;
 wire       [31:0]     PCTargt_c;
 wire       [31:0]     ALU_Result_c;   
 wire       [31:0]     ReadData_c;        
 wire       [31:0]     Instr;
 wire       [31:0]     Result_c; 
 wire       [31:0]     RD1_c;
 wire       [31:0]     SrcB_c;
Control_Unit U0_Control_Unit (
    .OP(Instr[6:0]),
    .Zero(Zero_c),
    .funct3(Instr[14:12]),
    .funct7(Instr[30]),
    .PCSrc(PCSrc_c),
    .ALUSrc(ALUSrc_c),
    .RegWrite(RegWrite_c),
    .MemWrite(MemWrite_c),
    .ResultSrc(ResultSrc_c),
    .ALUControl(ALUControl_c),
    .ImmSrc(ImmSrc_c)
);
PC U0_PC(
    .PCNext(PCNext_c),
    .CLK(CLK),
    .RST(RST),
    .PC(PC_c) 
);
PCPlus4 U0_PCPlus4(
    .PC(PC_c),
    .PCPlus4(PCPlus_c)
);
PCTargt U0_PCTargt(
    .PC(PC_c),
    .ImmExt(ImmExt_c),
    .PCTargt(PCTargt_c)
);
mux_2x1 U0_mux_2x1(
    .RD2(RD2_c),
    .ImmExt(ImmExt_c),
    .ALUSrc(ALUSrc_c),
    .SrcB(SrcB_c) 
);
mux_2x1 U1_mux_2x1(
    .RD2(PCPlus_c),
    .ImmExt(PCTargt_c),
    .ALUSrc(PCSrc_c),
    .SrcB(PCNext_c) 
);
inst_mem U0_inst_mem(
    .A(PC_c),
    .RD(Instr)
);
Register_File U0_Register_File( 
    .A1(Instr[19:15]),
    .A2(Instr[24:20]),
    .A3(Instr[11:7]),
    .WD3(Result_c),
    .CLK(CLK),
    .RST(RST),
    .WE3(RegWrite_c),
    .RD1(RD1_c),
    .RD2(RD2_c)   
);
mux_3x1 U0_mux_3x1(
    .ALUResult(ALU_Result_c),
    .ReadData(ReadData_c),
    .PCPlus4(PCPlus_c),
    .ResultSrc(ResultSrc_c),
    .Result(Result_c)
);
Extend U0_Extend(
    .INSTR(Instr[31:7]),
    .IMMSrc(ImmSrc_c),
    .IMMExt(ImmExt_c)
);
alu  U0_alu(
    .SrcA(RD1_c),
    .SrcB(SrcB_c),
    .ALUControl(ALUControl_c),
    .ALUResult(ALU_Result_c),
    .Zero(Zero_c)
);
Data_Mem U0_Data_Mem(
    .A(ALU_Result_c),
    .WD(RD2_c),
    .CLK(CLK),
    .RST(RST),
    .WE(MemWrite_c),
    .RD(ReadData_c),
    .test(test) 
);
endmodule
$ cat /design/flow/run.sh
#!/bin/bash
# OpenROAD 26Q1-2900-gdf79404cd8, Yosys 0.63+post, stock flow scripts
make -C /OpenROAD-flow-scripts/flow DESIGN_CONFIG=/design/flow/config.mk WORK_HOME=/design/flow/orfs finish
==> notes.org <==
#+TITLE: Flow metrics

** Global route
- The via count of the first global-routing pass is 139k.
- Entering global routing, the biggest net connects 125 pins.
- The global route stage reports its total congestion overflow as 0.
- First-pass GRT wire length :: 1120000 um
- Combined global-route utilization of all metal layers :: 50.5%
- The number of antenna violations at the first check in global routing was 76.

** Worst setup path
- STA classifies the critical path startpoint as a flop.
- The most numerous cell type found on the critical path is sky130_fd_sc_hd__buf_4.
- Worst Path Arrival :: 15.67 ns
- Endpoint type of the worst setup path :: flop
- Worst flop-to-flop path startpoint :: U0_PC.PC[2]
- Per STA, the highest per-stage delay on the worst path measures 0.90 ns.
- The required time at the worst endpoint is listed as 50.76 ns.
- Critical setup path kind :: flop to flop
- Per STA, the startpoint of the critical path is U0_PC.PC[2].
- Biggest fanout along the worst timing path :: 50
- The timing report shows that the slowest cell on the worst path is sky130_fd_sc_hd__a2bb2oi_1.

** Hold path
- The worst hold path begins at U0_Register_File.MEM[12][10].
- Min-Delay Path Class :: flop to flop

** Power and ir drop
- The power report lists cell-internal power as 4.99 mW.
- Summed over all nets, the switching power comes to 1.41 mW.
- Sequential Power Share :: 48.8%
- Switching part of the total :: 22.0%
- For this design the static power due to leakage is 83.8 nW.
- Power density over the cells :: 34.0 nW/um^2
- Looking at the power breakdown, combinational cells take 1.0% of the total.
- Fraction of power consumed by the clock network :: 50.2%
- Largest voltage drop on the vdd net :: 0.0376 mV

** Job
- The tool warning count for the run is 148.
- Max cap viols :: 0

** Route
- DR vias :: 145k
- In the routed design, unresolved DRC markers number 0.
- Drt total wl :: 802000 um
- Per the detail_route report, routed wire per instance is 36.7 um.
- Detailed-route iteration 0 reported a violation count of 14.5k.
- Amount of wire on met2 after detailed routing :: 321000 um
- Highest routing layer actually used :: met5
- Met1 WL :: 273000 um
- Using the TritonRoute via totals, the vias-per-cell ratio works out to 6.65.
- Iteration tally of the first detailed-router pass :: 10
- Detailed routing placed a total of 133000 um of wire on met3.
- Remaining number of nets flagged by the antenna check after routing :: 0

** Final timing
- Setup repair after global routing left no endpoint under its margin.
- In the final report, the number of pins over their slew limit comes to 0.
- Per the slew report, the remaining headroom to the max-slew limit stands at 14.2%.
- Count of endpoints failing setup in the final report :: 0
- The critical path in the final layout is reported with a setup slack of 35.09 ns.
- Static timing analysis puts the maximum clock frequency at 68.0 MHz.
- The worst path uses 29.5% of the clock period.
- Worst-Margin Slew :: 1.28 ns
- The routed design could run at a clock period as short as 14.71 ns.
- The final timing report lists a hold violation count of 0.
- For the final routed database, the setup TNS stands at 0 ns.
- Largest clock skew in the final design :: 0.0931 ns

** Clocking
- No sink is reached through more buffers than the 4 on the longest clock path.
- Once the clock tree was built, the setup fixing pass inserted 0 buffers.
- Latency at later pin :: 1.06 ns
- Buffers inserted to repair hold after CTS numbered 0.
- Num CTS Buffers :: 414
- On the reported timing paths, the clock transition at the registers reads 0.06 ns.
- TritonCTS reports the number of clock sinks as 3840.
- TritonCTS built the clock tree.
- Clk root buf :: sky130_fd_sc_hd__clkbuf_16
- Count of H-tree levels built during CTS :: 5
- The report lists the number of cells resized after CTS as 0.

** Synthesis
- In the Yosys report, the sequential cells make up 57.4% of the chip area.
- The average instance in the mapped netlist occupies 9.45 um^2.
- Summed over its instances, the top area cell type makes up 57.4% of the synthesized netlist area.
- Yosys mapped a number of flops with a built-in enable equal to 0.
- In the synthesized netlist the async set-or-reset flop fraction comes to 100%.
- Sorting the synthesis cell report by count puts at the top sky130_fd_sc_hd__nand2_1.
- Cells after synthesis :: 17.7k
- Count of synthesis-stage warnings from yosys :: 11
- The number of different library cells used by synthesis comes to 94.
- Counting flops and latches in the post-synthesis netlist gives 3840.
- The synthesized netlist occupies a cell area of 167000 um^2.
- For this run, the chip area from Yosys synthesis comes to 167000 um^2.
- Top FF cell, synth :: sky130_fd_sc_hd__dfrtp_1
- Most instantiated cells after synthesis :: sky130_fd_sc_hd__nand2_1 (4057), sky130_fd_sc_hd__dfrtp_1 (3840), sky130_fd_sc_hd__o21ai_0 (3583)
- The synthesized netlist was found by Yosys to have 17.7k cells.
- In the post-synthesis netlist, the biggest area contributors are sky130_fd_sc_hd__dfrtp_1 (57%), sky130_fd_sc_hd__o21ai_0 (11%), sky130_fd_sc_hd__nand2_1 (9.1%).
- Library cell with the largest summed area after synthesis :: sky130_fd_sc_hd__dfrtp_1

** Layout
- Final core utilization :: 56.4%
- Post-layout instance count excluding filler cells :: 21.8k
- Per the layout report, the design carries 28.9k filler cells.
- Synth-to-layout area growth :: 12.3%
- The layout stage reports a final design area of 188000 um^2.
- Per the layout area report, the combinational gate area comes to 65500 um^2.
- Share of cells above drive strength 1 :: 10.5%
- The area taken by sequential standard cells is reported as 96100 um^2.

** Placement
- The placed instances occupy a cell area of 174000 um^2.
- Logged for this run, the post-placement worst setup slack is 34.23 ns.
- The congestion estimate from routability-driven global placement came to 1.06.
- Summed over all nets, the half-perimeter wirelength after detailed placement is 502000 um.
- In this run, placement finished with an instance count of 21.0k.
- The placement report lists the number of port buffers as 33.

** Run status
- The run finished with clean final reports.

** Floorplanning
- Horiz. Die Dim :: 581 um
- Fraction of the core area occupied by cells at floorplan :: 50.2%
- The overall die size recorded for this design is 337000 um^2.
- Row generation in the floorplan step produced 212 rows.
- Die Y :: 581 um
- In this run the count of I/O pins placed on the die edge is 34.
- According to the floorplan report, the placeable core area is 333000 um^2.
## sequential cells by signal (all words and copies together), names as in the netlist
signal	cells
U0_Register_File.MEM	576
U0_Data_Mem.MEM	3232
U0_PC.PC	32
## layout make-up
type	instances	share of cell area (%)
Antenna cell	87	0.116
Inverter	136	0.272
Multi-Input combinational cell	11900	34.9
Sequential cell	3840	51.1
Clock inverter	152	0.973
Tap cell	4387	2.92
Clock buffer	609	6.53
Timing Repair Buffer	769	3.22
## through the flow
step / power [mW] / hold slack, ns
6_report: 6.40 / 0.375
5_1_grt: 6.52 / 0.383
4_1_cts: 6.40 / 0.379
3_5_place_dp: 3.25 / 0.365
3_3_place_gp: 3.25 / 0.364
2_1_floorplan: 3.18 / 0.428
## final timing paths
path	slack, ns	endpoint	cells past startpoint
worst min-delay path	0.37	U0_Register_File.MEM[12][10]	0
worst min register to register	0.37	U0_Register_File.MEM[12][10]	0
min in group asynchronous	8.91	U0_Register_File.MEM[1][14]	1
worst max-delay path	35.09	U0_Register_File.MEM[2][15]	37
worst max register to register	35.09	U0_Register_File.MEM[2][15]	37
max in group asynchronous	35.47	U0_Data_Mem.MEM[79][10]	9
## critical path, delay by kind of cell, from the launching register on
kind / cells / cell delay, ns
AOI/OAI and AO/OA: 8 / 2.90
adders and majority gates: 2 / 0.92
buffers and inverters: 10 / 4.36
DFF: 1 / 0.44
muxes: 1 / 0.16
and+or+nand+nor: 16 / 5.72
## power by group through the flow
stage | combinational, mW | sequential (mW) | clock, mW
6_report | 0.0666 | 3.12 | 3.21
4_1_cts | 0.0700 | 3.12 | 3.21
5_1_grt | 0.0779 | 3.12 | 3.33
## layer usage
layer	GRT usage (%)	up-vias
li1	-	61400
met1	62.9	70700
met2	65.3	9942
met3	31.8	3113
met4	33.3	87
met5	7.27	-
## cells by family after synthesis
logic type / synth area share [%]
buffers and inverters: 4.56
AOI/OAI and AO/OA: 21.1
and+or+nand+nor: 14.8
muxes: 0.712
adders and majority gates: 1.04
DFF: 57.4
xor gates and xnor gates: 0.424
## placed cells by master, fill, tap and decap left out, types with 92 or more instances in the layout
cell type / count
sky130_fd_sc_hd__a21oi_1: 259
sky130_fd_sc_hd__a221oi_1: 243
sky130_fd_sc_hd__a222oi_1: 132
sky130_fd_sc_hd__a22o_1: 261
sky130_fd_sc_hd__a22oi_1: 877
sky130_fd_sc_hd__and3_1: 124
sky130_fd_sc_hd__and4_1: 92
sky130_fd_sc_hd__buf_4: 721
sky130_fd_sc_hd__clkbuf_16: 418
sky130_fd_sc_hd__clkbuf_8: 109
sky130_fd_sc_hd__dfrtp_1: 3840
sky130_fd_sc_hd__ha_1: 134
sky130_fd_sc_hd__inv_1: 136
sky130_fd_sc_hd__nand2_1: 3963
sky130_fd_sc_hd__nand3_1: 252
sky130_fd_sc_hd__nand4_1: 423
sky130_fd_sc_hd__nor2_1: 271
sky130_fd_sc_hd__o21ai_0: 3549
Power and IR drop assume default switching activity.
